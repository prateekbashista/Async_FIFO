### flow/design.v
`timescale 1ps/1ps
module two_FF_sync
#( 
    parameter integer WIDTH = 8
)
( 
    input clk,
    input aresetn,
    input [WIDTH : 0] data,
    output logic [WIDTH : 0] q_data
);
    reg [WIDTH - 1 : 0] q1, q2;
    always_ff @(posedge clk or negedge aresetn) begin
        if(!aresetn) begin
            q1 <= 0;
            q2 <= 0;
        end
        else begin
            q1 <= data;
            q2 <= q1;
        end
    end
    assign q_data = q2;
endmodule
module b2g_conv
#( 
    parameter integer WIDTH = 8
)
(   input [WIDTH : 0] data_in,
    output logic [WIDTH : 0] data_out
);
    assign data_out = (data_in >> 1) ^ data_in;
endmodule
module g2b_conv
#( 
    parameter integer WIDTH = 8
)
( 
    input [WIDTH : 0] data_in, 
    output logic [WIDTH : 0] data_out
);
    integer i;
    always_comb begin
        for(i = 0; i<WIDTH; i = i+1) begin
            data_out[i]  = ^(data_in >> i);
        end
    end
endmodule
module ASYNC_FIFO
#(
    parameter integer WIDTH  = 8, 
    parameter integer DEPTH = 8
)
(
    input                           w_clk,  
    input                           r_clk,  
    input                           aresetn,  
    input [WIDTH - 1 : 0]           w_data,  
    input                           w_enable,  
    output logic [WIDTH - 1 : 0]    r_data,  
    input                           r_enable,  
    output logic                    full,  
    output logic                    empty  
);
    reg [WIDTH - 1 : 0] fifo_mem [0 : DEPTH - 1];  
    reg [$clog2(DEPTH) : 0] wptr;  
    logic [$clog2(DEPTH) : 0] next_wptr;
    reg [$clog2(DEPTH) : 0] gray_wptr;  
    logic [$clog2(DEPTH) : 0] next_gray_wptr;
    always_ff @(posedge w_clk or negedge aresetn) begin
        if(!aresetn) begin
            wptr <= 0;
            gray_wptr <= 0;
        end
        else begin
            wptr <= next_wptr;
            gray_wptr <= next_gray_wptr;
        end
    end
    assign next_wptr = wptr + (w_enable && !full);
    b2g_conv #($clog2(DEPTH)) b1(next_wptr, next_gray_wptr);
    logic [$clog2(DEPTH) : 0] sync_gray_wptr;  
    two_FF_sync #($clog2(DEPTH)) w_sync(r_clk, aresetn, gray_wptr, sync_gray_wptr);
    reg [$clog2(DEPTH) : 0] rptr;  
    logic [$clog2(DEPTH) : 0] next_rptr;
    reg [$clog2(DEPTH) : 0] gray_rptr;  
    logic [$clog2(DEPTH) : 0] next_gray_rptr;
    always_ff @(posedge r_clk or negedge aresetn) begin
        if(!aresetn) begin
            rptr <= 0;
            gray_rptr <= 0;
        end
        else begin
            rptr <= next_rptr;
            gray_rptr <= next_gray_rptr;
        end
    end
    assign next_rptr = rptr + (r_enable && !empty);
    b2g_conv #($clog2(DEPTH)) b2(next_rptr, next_gray_rptr);
    logic [$clog2(DEPTH) : 0] sync_gray_rptr;  
    two_FF_sync #($clog2(DEPTH)) r_sync(w_clk, aresetn, gray_rptr, sync_gray_rptr);
    logic next_full, next_empty;
    always_ff @(posedge w_clk or negedge aresetn) begin
        if(!aresetn) begin
            full <= 0;
        end
        else begin
            full <= next_full;
        end
    end
    always_ff @(posedge r_clk or negedge aresetn) begin
        if(!aresetn) begin 
            empty <= 1;
        end
        else begin
            empty <= next_empty;
        end
    end
    assign next_empty  = (sync_gray_wptr == next_gray_rptr);
    assign next_full = (next_gray_wptr == {~sync_gray_rptr[$clog2(DEPTH) : $clog2(DEPTH) -1],
                                            sync_gray_rptr[$clog2(DEPTH) - 2 : 0]});
    integer i;
    always_ff @(posedge w_clk or negedge aresetn) begin
        if(!aresetn) begin
            for(i = 0; i<DEPTH; i = i+1) begin
                fifo_mem[i] <= 0;
            end
        end
        else if(w_enable && !full) begin
            fifo_mem[wptr[$clog2(DEPTH) - 1 : 0]] <= w_data;
        end
    end
    always_ff @(posedge r_clk or negedge aresetn) begin  
        if(!aresetn) begin
            r_data <= 0;
        end
        else if(r_enable) begin
            r_data <= fifo_mem[rptr[$clog2(DEPTH) - 1 : 0]];
        end
    end
endmodule
### flow/run.sh
#!/bin/bash
# OpenROAD 26Q1-2900-gdf79404cd8, Yosys 0.63+post, stock flow scripts
make -C /OpenROAD-flow-scripts/flow DESIGN_CONFIG=/design/flow/config.mk WORK_HOME=/design/flow/orfs finish
### flow/config.mk
export PLATFORM = sky130hd
export DESIGN_NAME = ASYNC_FIFO
export DESIGN_NICKNAME = ASYNC_FIFO
export VERILOG_FILES = /design/flow/design.v
export SDC_FILE = /design/flow/constraint.sdc
export NUM_CORES = 4
export LEC_CHECK = 1
export CORE_UTILIZATION = 30
### flow/constraint.sdc
current_design ASYNC_FIFO

set clk_period 2.5
set clk_io_pct 0.2

create_clock -name clk0 -period $clk_period [get_ports {r_clk}]
create_clock -name clk1 -period $clk_period [get_ports {w_clk}]

set non_clock_inputs [all_inputs -no_clocks]
set_input_delay [expr $clk_period * $clk_io_pct] -clock clk0 $non_clock_inputs
set_output_delay [expr $clk_period * $clk_io_pct] -clock clk0 [all_outputs]
==> results.yml <==
# generated from flow reports
sta:
  fin_setup_tns_ns: 0
  tightest_slew_ns: 0.815
  finClkSkew_ns: 0.00731
  drv_slew: 0
  rsz0062_at_grt: "no"
  max_slew_margin_pct: 45.5
  setup_viol: 0
  hold_violations: 0
logic_synthesis:
  synth-main-ff-cell: "dfrtp_1"
  ys_top_cells_by_area: "dfrtp_1 56%, mux2_2 16%, nor2b_1 4.0%"
  yosysTopAreaCell: "dfrtp_1"
  async_flop_share_pct: 100
  yosysTopAreaCellShare_pct: 56.5
  top_cells_by_count: "99 x dfrtp_1, 64 x mux2_2, 28 x nor2b_1, 16 x a32oi_1, 12 x xor2_1"
  ys_ff: 100
  ys_area_sq_um: 4390
  synth_stat.cells: 317
  edf_count: 0
  synthCells: 317
  yosysSeqAreaShare_pct: 57.1
  synthesis.area_sq_um: 4390
  post-synth-top-count-cell: "dfrtp_1"
  synth_area_per_cell_sq_um: 13.8
  yosysWarnings: 3
  yosysUniqueCellTypes: 36
clocking:
  clock_sinks: 100
  post-cts-setup-buffers: 0
  ctsHoldBuffers: 0
  cts_tree: "done"
  path_clk_slew_ns: 0.06
  post_cts_resized: 0
critical_path:
  cp_data_required_time_ns: 2.75
  path_class: "input pin to flip-flop"
  crit_fanout: 3
  rrSetupSlack_ns: 0.48
  r2r-start: "full"
  r2r-end: "full"
  cp.arrival_ns: 2.49
  ff2ff_path_depth: 6
  critPathLaunchType: "input pin"
  setup.worst_path.end_class: "flip-flop"
finish:
  drive_above_1_share_pct: 33.0
  area_growth_pct: 20.8
  final_core_util_pct: 37.6
  final_cell_area_sq_um: 5300
detailed_routing:
  drt-pass1-iter-count: 4
  num_vias: 2621
  ant_nets: 0
  drc: 0
  drt-initial-drc-count: 191
  routed_via_density: 4.87
  wl_per_cell_um: 17.0
  diodes: 0
  routed_wl_mm: 9.13
pwr:
  p_per_area_nw_per_um2: 1380
  p_leak_nw: 2.21
  ir_drop_mv: 0.459
  power.total_w: 0.00730
worst_hold_path:
  min_path_type: "input pin to asynchronous set/reset pin"
run:
  maxCapViolations: 0
  tool_warnings: 26
placed_design:
  portBuffers: 21
  place_congestion: 0.796
  place_hpwl_mm: 6.09
  placed_area_sq_um: 4870
die:
  die_x_um: 123
  std_cell_rows: 43
  die_y_um: 123
  fp_util_pct: 31.1
  ios: 23
  chipArea_sq_um: 15100
  core-area_sq_um: 14100
global_routing:
  grt_pass1_vias: 2690
  overflow: 0
  grt_pass1_wl_mm: 14.7
  grt_max_degree: 39
  grtUsageTotal_pct: 13.4
  antenna_found_initial: 0
run_status:
  status: "finished clean"
[worst max-delay path by stage]
stage	startpoint	slack (ns)	depth (start not counted)	to
after CTS	r_enable	0.26	7	empty
after global routing	w_enable	0.16	7	full
final	w_enable	0.26	7	full
[area by class of cell]
class / instances / area (sq um)
Clock inverter: 5 / 82.6
Clock buffer: 15 / 342
Fill cell: 1306 / 8800
Sequential cell: 100 / 2500
Multi-Input combinational cell: 201 / 1820
Tap cell: 180 / 225
Timing Repair Buffer: 37 / 328
[metal layers]
layer,track usage [%],share of wire [%],up-vias
met5,0,0,-
met4,2.36,2.0,0
met3,3.34,4.0,14
met2,19.8,45,38
met1,21.0,49,1329
li1,-,-,1240
[logic make-up after synthesis]
family	count (synthesis)	synth area share, %
AND-OR/OR-AND	45	8.44
XOR/XNOR	16	3.88
adder cells (fa/ha/maj)	4	1.14
buffers and inverters	16	1.51
flip-flops	100	57.1
multiplexers	72	18.2
AND/OR/NAND/NOR	64	9.72
[registers in the layout, summed over array words and instances, names as in the netlist, 4 cells and up]
name / count
r_data: 8
rptr: 4
wptr: 4
fifo_mem: 64
[power breakdown]
part           total, W  internal [W]  switching (W)
sequential      0.00291       0.00246       0.000457
combinational   0.00255       0.00140        0.00115
clock           0.00183       0.00118       0.000654
[layout by cell type, fill, tap and decap left out, types with 2 or more instances in the layout]
cell type,n
bufinv_16,2
buf_4,17
dfrtp_1,99
or3_1,4
mux2i_1,8
xor2_1,12
a22oi_1,2
nor2_1,2
o22ai_1,8
nand3_1,5
clkbuf_8,3
nand2b_1,8
clkdlybuf4s50_1,20
a32oi_1,16
o221a_2,8
ha_1,4
mux2_2,64
nor3b_4,2
a31oi_1,8
clkbuf_16,12
xor3_1,2
nand3b_1,3
nand2_1,3
xnor2_1,2
nor2b_1,28
[worst max-delay path, stage by stage]
cell             delay (ns)
clkdlybuf4s50_1        0.47
nor2b_1                0.17
ha_1                   0.19
ha_1                   0.25
xor3_1                 0.35
or3_1                  0.36
a22oi_1                0.19
[metrics by stage]
stage | worst slack [ns] | hold WS [ns] | cells
2_1_floorplan | 0.236 | 0.204 | 317
3_3_place_gp | -0.00594 | 0.332 | 518
3_5_place_dp | -0.0836 | 0.335 | 518
4_1_cts | 0.264 | 0.135 | 538
5_1_grt | 0.160 | 0.156 | 538
6_report | 0.262 | 0.118 | 538
Power figures rest on the tool's default switching activity, not on a simulated workload.
